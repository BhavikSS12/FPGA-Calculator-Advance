--- config.mk ---
export PLATFORM = sky130hd
export DESIGN_NAME = fp_multiplier
export DESIGN_NICKNAME = fp_multiplier
export VERILOG_FILES = /design/flow/design.v
export SDC_FILE = /design/flow/constraint.sdc
export NUM_CORES = 4
export LEC_CHECK = 1
export CORE_UTILIZATION = 30
--- constraint.sdc ---
current_design fp_multiplier

set clk_period 3.8
set clk_io_pct 0.2

create_clock -name clk0 -period $clk_period [get_ports {clk}]

set non_clock_inputs [all_inputs -no_clocks]
set_input_delay [expr $clk_period * $clk_io_pct] -clock clk0 $non_clock_inputs
set_output_delay [expr $clk_period * $clk_io_pct] -clock clk0 [all_outputs]
--- design.v ---
module fp_multiplier (
    input wire clk,
    input wire reset,
    input wire [31:0] a,
    input wire [31:0] b,
    input wire start,
    output reg [31:0] result,
    output reg done,
    output reg overflow,
    output reg underflow
);
    reg [1:0] state;
    localparam IDLE = 2'b00;
    localparam COMPUTE = 2'b01;
    localparam DONE = 2'b10;
    wire sign_a = a[31];
    wire sign_b = b[31];
    wire [7:0] exp_a = a[30:23];
    wire [7:0] exp_b = b[30:23];
    wire [23:0] mant_a = {1'b1, a[22:0]};
    wire [23:0] mant_b = {1'b1, b[22:0]};
    wire a_is_zero = ((a[30:23] == 8'h00) && (a[22:0] == 23'h0));
    wire b_is_zero = ((b[30:23] == 8'h00) && (b[22:0] == 23'h0));
    wire a_is_inf = ((a[30:23] == 8'hFF) && (a[22:0] == 23'h0));
    wire b_is_inf = ((b[30:23] == 8'hFF) && (b[22:0] == 23'h0));
    reg result_sign;
    reg signed [9:0] result_exp_temp;
    reg [7:0] result_exp;
    reg [47:0] mant_product;
    reg [22:0] result_mant;
    always @(posedge clk or posedge reset) begin
        if (reset) begin
            state <= IDLE;
            result <= 32'h0;
            done <= 1'b0;
            overflow <= 1'b0;
            underflow <= 1'b0;
        end else begin
            case (state)
                IDLE: begin
                    done <= 1'b0;
                    if (start) begin
                        state <= COMPUTE;
                        overflow <= 1'b0;
                        underflow <= 1'b0;
                    end
                end
                COMPUTE: begin                    
                    if (a_is_zero || b_is_zero) begin
                        result <= 32'h00000000;
                    end else if (a_is_inf || b_is_inf) begin
                        result_sign = sign_a ^ sign_b;
                        result <= {result_sign, 8'hFF, 23'h0};
                    end else begin
                        result_sign = sign_a ^ sign_b;
                        result_exp_temp = exp_a + exp_b - 127;
                        mant_product = mant_a * mant_b;
                        if (mant_product[47]) begin
                            result_mant = mant_product[46:24];
                            result_exp_temp = result_exp_temp + 1;
                        end else begin
                            result_mant = mant_product[45:23];
                        end
                        if (result_exp_temp >= 255) begin
                            result_exp = 8'hFF;
                            result_mant = 23'h0;
                            overflow <= 1'b1;
                        end else if (result_exp_temp <= 0) begin
                            result_exp = 8'h00;
                            result_mant = 23'h0;
                            underflow <= 1'b1;
                        end else begin
                            result_exp = result_exp_temp[7:0];
                        end
                        result <= {result_sign, result_exp, result_mant};
                    end
                    state <= DONE;
                end
                DONE: begin
                    done <= 1'b1;
                    if(!start)
                        state <= IDLE;
                end
                default: state <= IDLE;
            endcase
        end
    end
endmodule
--- run.sh ---
#!/bin/bash
# OpenROAD 26Q1-2900-gdf79404cd8, Yosys 0.63+post, stock flow scripts
make -C /OpenROAD-flow-scripts/flow DESIGN_CONFIG=/design/flow/config.mk WORK_HOME=/design/flow/orfs finish
==> job_summary.md <==
### Metrics collected by this job

| Metric | Value |
|---|---|
| Kind of path behind the tightest hold check | reg2reg |
| Slew @ Worst Pin | approximately 0.56 ns |
| Type of the worst setup path | in2reg |
| Layout overhead on the synthesized area | 37.24% |
| Share of synthesized cell area in and-or and or-and compound cells | 0.07496 |
| Horizontal extent of the die | around 270 um |
| Port Buf Inserts | slightly above 100 |
| Max Buffers Root-to-Sink | 2 |
| Core footprint | just under 0.07 mm^2 |
| Post-Synthesis Mean Instance Area | about 8.9 um^2 |
| Sort of element at the end of the critical path | register |
| Setup Viol. Count Final | 33 |
| TritonCTS buffer count | 5 |
| Detailed-route vias per instance | approximately 4.6 |
| Register bit total from synthesis | 38 |
| Max-cap check violation count | 0 |
| Cell area after synthesis | about 0.021 mm^2 |
| Clk Latency, worst-skew pair | 0.28 ns |
| Rows | approximately 96 |
| Maximum fanout count along the critical path | 14 |
| Number of unique standard cell types used by synthesis | approximately 80 |
| Remaining max-slew budget at the tightest pin | 0.6272 |
| Final tally of hold violations | 0 |
| Number of cells in Yosys stat | ~2400 |
| FILL cells | between 6000 and 7000 |
| Initial antenna violation count | 3 |
| Dominant cell type by area after synthesis | sky130_fd_sc_hd__fa_1 |
| Dominant cells by area after synthesis | sky130_fd_sc_hd__fa_1 46%, sky130_fd_sc_hd__ha_1 11%, sky130_fd_sc_hd__inv_1 11% |
| Post-route non-filler standard cell count | ~3800 |
| Register area share after synthesis | 0.04509 |
| FFs w/ async S/R, synth | 1.000 |
| Vias in the first global route | ~20000 |
| Share of synthesized area spent on multiplexers | 0.006696 |
| Setup repair after global routing missed its margin | true |
| Share of the clock period used by the worst path after layout | 2.046 |
| Type of element launching the critical path | input pin |
| GR Util All Layers | 0.2042 |
| H-tree levels | 2 |
| Global-route wire length before repair | ~110 mm |
| Flip-flops with a built-in enable | 0 |
| Combined area of the multi-input logic cells | between 0.015 and 0.02 mm^2 |
| Largest logic family | adder cells |
| Status | finished, violations left |
| Core occupancy in the finished layout | 0.4196 |
| IO Count | slightly above 100 |
| Required time reported for the critical path endpoint | ~4.0 ns |
| Routed Antenna Nets | 0 |
| Vert. Die Dim | ~270 um |
| Core Util at FP | 0.3057 |
| Warning total across the stage logs | 29 |
| Dominant register cell in the synthesized netlist | sky130_fd_sc_hd__dfrtp_1 |
| Clock tree sinks | 38 |
| Worst Hold Launch | result[31] |
| Adder and majority cell fraction of the synthesized area | 0.5666 |
| Gate Count Post-Synth | 2372 |
| Sum of overflow across all layers after global routing | 0 |
| Worst clock skew | between 0.005 and 0.006 ns |
| DR vias | 17624 |
| Period minus WS final | 7.776 ns |
| CTS tree | done |
| Drt drc | 0 |
| RePlAce Congestion | roughly 0.97 |
| Crit-path max cell delay | about 0.58 ns |
| Pins over their slew limit | 0 |
| DR WL/cell | approximately 17 um |
| Critical Path Slowest Stage Cell | sky130_fd_sc_hd__fa_2 |
| Worst setup path startpoint | b[6] |
| Die area | roughly 0.071 mm^2 |
| Parity-gate share of the synthesized area counting xor and xnor cells | 0.01369 |
| Yosys warning total | 1 |
| WL final | between 60 and 70 mm |
| Estimated wirelength of the detail-placed design | around 50 mm |
| Number of iterations in the first detailed-routing pass | 5 |
| Global-route layer with the greatest usage | met2 |
| Failing checks | setup timing |
| Yosys stat area | approximately 0.021 mm^2 |
| Share of post-route cells with drive strength above 1 | 0.2597 |
| Buffer cell driving the clock tree root | sky130_fd_sc_hd__clkbuf_16 |
| Synth top area share | 0.4570 |
| Starting DRT DRC Count | 659 |
| Met1 track demand over resource in global routing | 0.2564 |
| Startpoint of the lowest-slack register-to-register path | state[2] |
| Met3 usage | 0.08893 |
| Number of placed cells counting well taps | 3641 |
| Final-layout setup total negative slack | -130.26 ns |
| FF+latch area | ~950 um^2 |
| Worst EP arrival | just under 8 ns |
| Clock transition at the registers of the reported paths | 0.06 ns |
| Met2 demand-to-capacity share in global routing | 0.3242 |
| Largest net degree at the start of global routing | 39 |
| Simple-Gate Fraction of Synth Area | 0.1632 |
| Setup ws final | -3.976 ns |
| Highest Clock Rate | between 100 and 150 MHz |
[cells in the final DEF (no fill, tap or decap), types with 16 or more instances in the layout]
cell type / netlist / routed
sky130_fd_sc_hd__o32ai_2: 20 / 19
sky130_fd_sc_hd__xnor2_1: 24 / 24
sky130_fd_sc_hd__fa_2: 0 / 35
sky130_fd_sc_hd__buf_2: 5 / 20
sky130_fd_sc_hd__nor4_1: 16 / 16
sky130_fd_sc_hd__o21ai_0: 20 / 19
sky130_fd_sc_hd__inv_1: 603 / 565
sky130_fd_sc_hd__buf_12: 0 / 75
sky130_fd_sc_hd__buf_4: 1 / 347
sky130_fd_sc_hd__and2_4: 1 / 29
sky130_fd_sc_hd__dfrtp_1: 37 / 37
sky130_fd_sc_hd__buf_6: 6 / 52
sky130_fd_sc_hd__a21oi_1: 42 / 37
sky130_fd_sc_hd__nand2_1: 334 / 320
sky130_fd_sc_hd__and2_1: 219 / 191
sky130_fd_sc_hd__nor2_1: 68 / 63
sky130_fd_sc_hd__clkdlybuf4s50_1: 0 / 55
sky130_fd_sc_hd__inv_2: 0 / 34
sky130_fd_sc_hd__nor3_1: 17 / 16
sky130_fd_sc_hd__ha_1: 185 / 168
sky130_fd_sc_hd__fa_1: 482 / 447
sky130_fd_sc_hd__bufbuf_16: 0 / 16
[layout make-up]
cell class                      instances  share of cell area
Antenna cell                            1          0.00008636
Clock buffer                            6            0.004793
Clock inverter                          2           0.0004318
Inverter                              605             0.07927
Multi-Input combinational cell       1619              0.6211
Sequential cell                        38             0.03286
Tap cell                              931             0.04020
Timing Repair Buffer                  603              0.2213
[cells in the mapped netlist, types with 4 or more instances]
cell type and count:
sky130_fd_sc_hd__buf_2 5, sky130_fd_sc_hd__nand2_1 334, sky130_fd_sc_hd__o211ai_1 6, sky130_fd_sc_hd__a211oi_1 5
sky130_fd_sc_hd__a21o_1 12, sky130_fd_sc_hd__a21boi_0 6, sky130_fd_sc_hd__nor2b_1 4, sky130_fd_sc_hd__inv_1 603
sky130_fd_sc_hd__nor2_1 68, sky130_fd_sc_hd__mux2i_1 13, sky130_fd_sc_hd__clkbuf_1 96, sky130_fd_sc_hd__o22ai_1 4
sky130_fd_sc_hd__nand4_1 15, sky130_fd_sc_hd__xor2_1 9, sky130_fd_sc_hd__and2_1 219, sky130_fd_sc_hd__o221ai_1 4
sky130_fd_sc_hd__xnor2_1 24, sky130_fd_sc_hd__o311ai_1 8, sky130_fd_sc_hd__a211o_1 5, sky130_fd_sc_hd__buf_6 6
sky130_fd_sc_hd__fa_1 482, sky130_fd_sc_hd__o32ai_2 20, sky130_fd_sc_hd__a31oi_1 10, sky130_fd_sc_hd__nor3_1 17
sky130_fd_sc_hd__o21a_1 8, sky130_fd_sc_hd__nor4_1 16, sky130_fd_sc_hd__o21ai_0 20, sky130_fd_sc_hd__dfrtp_1 37
sky130_fd_sc_hd__ha_1 185, sky130_fd_sc_hd__o31ai_1 4, sky130_fd_sc_hd__nand3_1 14, sky130_fd_sc_hd__a21oi_1 42
[final timing paths]
check | endpoint | slack (ns) | cells past startpoint
setup / recovery | result[4] | -3.98 | 29
hold / removal | result[31] | 0.49 | 1
min in group asynchronous | state[1] | 0.89 | 3
setup reg to reg | overflow | 2.10 | 6
hold reg to reg | result[31] | 0.49 | 1
max in group asynchronous | state[0] | 2.56 | 3
[registers in the layout, indices dropped and copies added, names as in the netlist]
name / count
overflow: 1
underflow: 1
done: 1
state: 3
result: 32
[kinds of logic (layout without fill, tap and decap cells)]
group	after synthesis	in the layout
AOI/OAI and AO/OA	192	192
xor gates and xnor gates	33	33
muxes	14	14
other	0	1
adders and majority gates	667	667
and+or+nand+nor	713	713
buffers and inverters	715	1216
DFF	38	38
[what timing repair did]
item,CTS,global route
gates resized,315,79
pin swaps,119,62
setup buffers,114,18
gates cloned,24,2
setup endpoints to repair,33,33
hold buffers,0,0
[per-layer routing]
| layer | wire length (um) | vias up |
|---|---|---|
| met5 | 151 | - |
| met4 | 2649 | 8 |
| met3 | 7251 | 139 |
| met2 | 30260 | 736 |
| met1 | 24890 | 8634 |
| li1 | - | 8107 |
[metrics by stage]
stage / setup slack (ns) / area (um^2) / hold slack, ns
6_report: -3.976 / 28980 / 0.4915
3_3_place_gp: -4.858 / 26330 / 0.4751
2_1_floorplan: -3.533 / 21660 / 0.4276
3_5_place_dp: -4.827 / 26330 / 0.4703
4_1_cts: -3.985 / 28650 / 0.4960
5_1_grt: -4.247 / 28980 / 0.5142
[worst max-delay path: cells and delay by family]
family | cells | cell delay, ns
AND-OR/OR-AND | 7 | 1.29
buffers and inverters | 10 | 1.26
adder cells (fa/ha/maj) | 8 | 3.74
AND/OR/NAND/NOR | 4 | 0.84
